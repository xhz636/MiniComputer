**design/flow/design.v**
```verilog
`timescale 1ns / 1ps
module SevenSegmentLED(
    input [15:0] hexnum,
    input [3:0] point,
    input [3:0] enable,
    input [1:0] scan,
    output [7:0] seg,
    output [3:0] an
    );
    function [6:0] segment;
        input [3:0] num;
        case (num)
            4'h0: segment = 7'b1000000;
            4'h1: segment = 7'b1111001;
            4'h2: segment = 7'b0100100;
            4'h3: segment = 7'b0110000;
            4'h4: segment = 7'b0011001;
            4'h5: segment = 7'b0010010;
            4'h6: segment = 7'b0000010;
            4'h7: segment = 7'b1111000;
            4'h8: segment = 7'b0000000;
            4'h9: segment = 7'b0010000;
            4'hA: segment = 7'b0001000;
            4'hB: segment = 7'b0000011;
            4'hC: segment = 7'b1000110;
            4'hD: segment = 7'b0100001;
            4'hE: segment = 7'b0000110;
            4'hF: segment = 7'b0001110;
            default: segment = 7'b1111111;
        endcase
    endfunction
    function [7:0] select;
        input [1:0] scan;
        input [15:0] hexnum;
        input [3:0] point;
        case (scan)
            2'd0: select = {~point[0],   segment(hexnum[3:0])};
            2'd1: select = {~point[1],   segment(hexnum[7:4])};
            2'd2: select = {~point[2],  segment(hexnum[11:8])};
            2'd3: select = {~point[3], segment(hexnum[15:12])};
        endcase
    endfunction
    assign seg = select(scan, hexnum, point);
    function [3:0] decoder;
        input [1:0] scan;
        case (scan)
            2'd0: decoder = 4'b0001;
            2'd1: decoder = 4'b0010;
            2'd2: decoder = 4'b0100;
            2'd3: decoder = 4'b1000;
        endcase
    endfunction
    assign an = ~(enable & decoder(scan));
endmodule
```
**design/flow/run.sh**
```bash
#!/bin/bash
# OpenROAD 26Q1-2900-gdf79404cd8, Yosys 0.63+post, stock flow scripts
make -C /OpenROAD-flow-scripts/flow DESIGN_CONFIG=/design/flow/config.mk WORK_HOME=/design/flow/orfs finish
```
**design/flow/constraint.sdc**
```tcl
current_design SevenSegmentLED

set clk_period 2.0
set clk_io_pct 0.2

create_clock -name clk0 -period $clk_period

set non_clock_inputs [all_inputs -no_clocks]
set_input_delay [expr $clk_period * $clk_io_pct] -clock clk0 $non_clock_inputs
set_output_delay [expr $clk_period * $clk_io_pct] -clock clk0 [all_outputs]
```
**design/flow/config.mk**
```make
export PLATFORM = sky130hd
export DESIGN_NAME = SevenSegmentLED
export DESIGN_NICKNAME = SevenSegmentLED
export VERILOG_FILES = /design/flow/design.v
export SDC_FILE = /design/flow/constraint.sdc
export NUM_CORES = 4
export LEC_CHECK = 1
export CORE_AREA = 10 10 104 104
export DIE_AREA = 0 0 114 114
```
==> flow.log <==
[flow] summary of implementation run
INFO  metric rows = 34
INFO  metric synth-cells-yosys = 161
INFO  metric wl_met2 = roughly 2100 um
INFO  metric worst_hold_startpoint = scan[1]
INFO  metric critical_path_arrival = 1780 ps
INFO  metric via_count = 1532
INFO  metric lay_top_cells = sky130_fd_sc_hd__buf_4 (51), sky130_fd_sc_hd__buf_6 (17), sky130_fd_sc_hd__ha_4 (16)
INFO  metric cts_hold_repair.buffers = 0
INFO  metric hold_path_end = seg[2]
INFO  metric post-route-worst-setup-slack = -181 ps
INFO  metric setup_tns = -464 ps
INFO  metric grt.total_usage = 0.0639
INFO  metric critical_path_maximum_fanout = 2
INFO  metric first_pass_grt_wire_length = 7140 um
INFO  metric met3_length = 249 um
INFO  metric place.gp.congestion = ~0.87
INFO  metric detail_route.iter0.violations = 27
INFO  metric synth.yosys.seq_area_share = 0
INFO  metric drt_wl_total = 4550 um
INFO  metric slew_headroom = 0.789
INFO  metric initial_core_util = 0.147
INFO  metric n_antenna_cell = 0
INFO  metric drv.max_cap_violation_count = 0
INFO  metric route.detailed.wl_per_inst = 12.5 um
INFO  metric rsz_0062_raised_after_global_routing = yes
INFO  metric warning_count = 57
INFO  metric layout.area.seq = 0 sq um
INFO  metric status = finished, violations left
INFO  metric sequential_cell_total = 0
INFO  metric num-clock-buffers = 0
INFO  metric met1_length = approximately 2200 um
INFO  metric routed_via_density = 4.21
INFO  metric place.port_buffers = 38
INFO  metric first_global_vias = 1485
INFO  metric die.size.y = ~110 um
INFO  metric die_width = 114 um
INFO  metric p_per_area = between 150 and 200 mW/mm^2
INFO  metric share_of_layout_cells_above_drive_strength_1 = 0.629
INFO  metric firstDrtPassIters = 6
INFO  metric die_area = between 0.01 and 0.015 sq mm
INFO  metric overflow = 0
INFO  metric highest_metal_layer_with_signal_wires = met3
INFO  metric critPathLaunchType = primary input
INFO  metric finish.instance_area = 0.00272 sq mm
INFO  metric post-dp-hpwl = 3410 um
INFO  metric syn_avg_cell_area = slightly below 8 sq um
INFO  metric violations = setup timing
INFO  metric number_of_setup_violations_in_the_final_report = 5
INFO  metric worst-slew-pin-transition = 313 ps
INFO  metric drt.antenna.violating_nets = 0
INFO  metric drc_errors = 0
INFO  metric post_detailed_placement_cell_area = 0.00209 sq mm
INFO  metric yosys_area = 0.00128 sq mm
INFO  metric timing.hold.worst_path_depth = 4
INFO  metric vdd_drop_max = 0.0000797 V
INFO  metric ys_types = 39
INFO  metric power.leakage = 0.00118 uW
INFO  metric mostFrequentLayoutCell = sky130_fd_sc_hd__buf_4
INFO  metric critical_path_data_required_time = 1600 ps
INFO  metric cell_area_after_technology_mapping = 0.00128 sq mm
INFO  metric layout_stage_area_growth_over_the_synthesis_result = 113%
INFO  metric largest_net_degree_at_the_start_of_global_routing = 12
INFO  metric finalClockPeriodUsage = 1.09
INFO  metric hold_path.class = primary input to output pin
INFO  metric final_max_slew_viol_count = 0
INFO  metric io_pins = 38
INFO  metric synth.yosys.warnings = 1
INFO  metric count_of_final_hold_check_violations = 0
INFO  metric fp.coreArea = 0.00868 sq mm
INFO  metric grt_antenna_before_repair = 0
INFO  metric timing.fmax = 0.458 GHz
INFO  metric holdWs = between 1000 and 1500 ps
INFO  metric timing.critical_path.to_type = output pin
INFO  metric final_util = 0.313
INFO  metric critical_path_class = primary input to output pin
INFO  metric timing.final.crit_period = 2180 ps
INFO  metric synth_cells = ~160
repair_timing:
action | CTS | global route
resized | 176 | 38
buffers inserted | 16 | 6
cloned | 1 | 0
setup endpoints to repair | 12 | 7
pin swaps | 32 | 18
cell type report:
cell class | count | area, sq um
fillers | 865 | 5960
inverters | 16 | 95.1
multi-input cells | 134 | 1540
well taps | 108 | 135
repair buffers | 106 | 948
cells by family (layout without fill, tap and decap cells):
| group | Yosys count | in the layout | synth area share |
|---|---|---|---|
| compound gates | 36 | 36 | 0.192 |
| mux | 24 | 24 | 0.264 |
| fa+ha+maj | 27 | 27 | 0.264 |
| simple gates | 47 | 47 | 0.182 |
| buf+inv | 27 | 122 | 0.0970 |
power by group:
part / leakage, uW / internal (uW) / switching, uW
sequential: 0 / 0 / 0
combinational: 0.00118 / 304 / 222
clock: 0 / 0 / 0
cell usage after synthesis (all sizes together):
master | number | area, sq um
nor2 | 12 | 45.0
a31oi | 1 | 6.26
o21bai | 1 | 7.51
clkbuf | 5 | 18.8
nand3b | 2 | 15.0
a211o | 1 | 8.76
a221oi | 2 | 17.5
nor2b | 4 | 25.0
o22ai | 5 | 31.3
a22o | 2 | 17.5
o31ai | 2 | 15.0
mux4 | 7 | 158
a311oi | 1 | 8.76
o21ai | 6 | 30.0
nor4 | 1 | 6.26
nand2 | 10 | 37.5
mux2 | 5 | 60.1
inv | 15 | 56.3
and2 | 2 | 12.5
o211ai | 1 | 7.51
and3b | 1 | 8.76
buf | 6 | 32.5
nand2b | 6 | 37.5
o311ai | 1 | 8.76
mux2i | 12 | 120
a21oi | 6 | 30.0
nor3 | 6 | 30.0
o311a | 1 | 10.0
ha | 27 | 338
a31o | 1 | 8.76
nand3 | 3 | 15.0
a21o | 1 | 7.51
a211oi | 4 | 30.0
clkinv | 1 | 16.3
worst max-delay path, stage by stage:
cell and delay [ps]:
sky130_fd_sc_hd__buf_8 100, sky130_fd_sc_hd__buf_6 110, sky130_fd_sc_hd__ha_4 150, sky130_fd_sc_hd__nor2b_4 120
sky130_fd_sc_hd__o21ai_1 150, sky130_fd_sc_hd__o31ai_1 110, sky130_fd_sc_hd__mux4_2 500, sky130_fd_sc_hd__buf_2 140
how the worst max path moves through the flow:
stage               from      to  slack, ps  cells after the start
finish        hexnum[13]  seg[6]       -180                      8
global route  hexnum[13]  seg[6]       -220                      8
CTS            hexnum[5]  seg[6]       -180                      7
routing by layer:
metal / track usage / vias to the layer above
met3: 0.0106 / 0
li1: - / 777
met5: 0 / -
met2: 0.106 / 25
met4: 0 / 0
met1: 0.0904 / 730
through the flow:
| step | setup WS (ps) | cells | power (uW) |
|---|---|---|---|
| 2_1_floorplan | 39.4 | 161 | 183 |
| 3_3_place_gp | -1110 | 343 | 405 |
| 3_5_place_dp | -1130 | 343 | 405 |
| 4_1_cts | -178 | 359 | 486 |
| 5_1_grt | -222 | 364 | 573 |
| 6_report | -181 | 364 | 527 |
Power figures rest on the tool's default switching activity, not on a simulated workload.
