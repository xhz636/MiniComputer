==> ./design.v <==
`timescale 1ns / 1ps
module PS2KeyboardController(
    input clk,
    input rst,
    inout ps2data,
    inout ps2clk,
    input read,
    output [7:0] data,
    output ready,
    input send,
    input [7:0] senddata,
    output overflow
    );
    wire ps2clknegedge;
    reg [9:0] buffer;
    reg [7:0] fifo [15:0];
    reg [3:0] counter, sendcnt;
    reg [3:0] writeptr, readptr;
    reg [1:0] ps2clkcheck;
    reg sending;
    reg [9:0] senddatareg;
    reg dataout, clkout;
    reg databit;
    reg [12:0] timecnt;
    reg ofreg;
    assign ps2data  = dataout ? databit : 1'bz;
    assign ps2clk   = clkout  ? 1'b0    : 1'bz;
    assign data     = fifo[readptr];
    assign ready    = (writeptr != readptr);
    assign overflow = ofreg;
    always @ (posedge clk or posedge rst) begin
        if (rst) begin
            ps2clkcheck <= 2'b0;
        end
        else begin
            ps2clkcheck <= {ps2clkcheck[0], ps2clk};
        end
    end
    assign ps2clknegedge = ps2clkcheck[1] & ~ps2clkcheck[0];
    always @ (posedge clk or posedge rst) begin
        if (rst) begin
            counter  <= 4'b0;
            writeptr <= 4'b0;
            readptr  <= 4'b0;
            ofreg    <= 1'b0;
        end
        else if (ps2clknegedge && (!sending)) begin
            if (counter == 4'd10) begin
                counter <= 4'd0;
                if ((buffer[0] == 1'b0) && (ps2data) && (^buffer[9:1])) begin
                    if ((writeptr + 4'b1) != readptr) begin
                        fifo[writeptr] <= buffer[8:1];
                        writeptr <= writeptr + 4'b1;
                    end
                    else begin
                        ofreg <= 1'b1;
                    end
                end
            end
            else begin
                buffer[counter] <= ps2data;
                counter <= counter + 4'd1;
            end
        end
        else if (read && ready) begin
            readptr <= readptr + 4'b1;
            ofreg <= 1'b0;
        end
    end
    always @ (posedge clk or posedge rst) begin
        if (rst) begin
            sending <= 1'b0;
            sendcnt <= 4'd0;
            senddatareg <= 8'b0;
            dataout <= 1'b0;
            clkout  <= 1'b0;
            databit <= 1'b1;
            timecnt <= 13'd0;
        end
        else if (send) begin
            sending <= 1'b1;
            sendcnt <= 4'd0;
            senddatareg <= {~(^senddata), senddata, 1'b0};
            dataout <= 1'b0;
            clkout  <= 1'b1;
            databit <= 1'b1;
            timecnt <= 13'd1;
        end
        else if (sending) begin
            if (clkout) begin
                timecnt <= timecnt + 13'd1;
                if (timecnt == 13'd0) begin
                    clkout  <= 1'b0;
                    dataout <= 1'b1;
                    databit <= 1'b0;
                end
            end
            else begin
                if (ps2clknegedge) begin
                    if (sendcnt < 4'd10) begin
                        sendcnt <= sendcnt + 4'd1;
                        timecnt <= 13'd0;
                    end
                    else if (!ps2data) begin
                        sending <= 1'b0;
                    end
                end
                else if ((timecnt == 13'd750) && (sendcnt != 4'd0)) begin
                    if (sendcnt != 4'd10) begin
                        databit <= senddatareg[sendcnt];
                        timecnt <= 13'd0;
                    end
                    else begin
                        dataout <= 1'b0;
                        databit <= 1'b1;
                    end
                end
                else begin
                    timecnt <= timecnt + 13'd1;
                end
            end
        end
    end
endmodule
==> ./run.sh <==
#!/bin/bash
# OpenROAD 26Q1-2900-gdf79404cd8, Yosys 0.63+post, stock flow scripts
make -C /OpenROAD-flow-scripts/flow DESIGN_CONFIG=/design/flow/config.mk WORK_HOME=/design/flow/orfs finish
==> ./config.mk <==
export PLATFORM = sky130hd
export DESIGN_NAME = PS2KeyboardController
export DESIGN_NICKNAME = PS2KeyboardController
export VERILOG_FILES = /design/flow/design.v
export SDC_FILE = /design/flow/constraint.sdc
export NUM_CORES = 4
export LEC_CHECK = 1
export CORE_UTILIZATION = 40
==> ./constraint.sdc <==
current_design PS2KeyboardController

set clk_period 2.7
set clk_io_pct 0.2

create_clock -name clk0 -period $clk_period [get_ports {clk}]

set non_clock_inputs [all_inputs -no_clocks]
set_input_delay [expr $clk_period * $clk_io_pct] -clock clk0 $non_clock_inputs
set_output_delay [expr $clk_period * $clk_io_pct] -clock clk0 [all_outputs]
==> Table 3: Implementation characteristics <==
Physical implementation characteristics

Parameter                              Value

Die
  Die Y-Extent .................. 70.8 um
  Number of cell rows .................. 24
  Share of the core filled by cells before placement .................. 42.6%
  Ports .................. 24
  Die x size .................. 70.8 um

Clock tree
  Clock tree buffer depth .................. 2
  Number of H-tree levels .................. 2
  Number of sinks handled by clock tree synthesis .................. 33
  CTS Root Cell .................. sky130_fd_sc_hd__clkbuf_8
  Total clock buffers created by CTS .................. 5
  # Post-CTS Setup Buffers .................. 0
  Post-CTS resize count .................. 0
  Number of hold-repair buffers added at the cts stage .................. 0

Yosys
  Number of distinct library cell variants in the gate-level netlist after synthesis .................. 41
  Synthesized area .................. 0.00189 mm2
  Share of async-settable or async-resettable flops after synthesis .................. 100%
  Count of flip-flops with a built-in enable after synthesis .................. 0
  Number of cell instances after yosys synthesis .................. 187
  Part of the Yosys area used for sequential elements .................. 43.7%
  Primary flip-flop cell chosen by synthesis mapping .................. sky130_fd_sc_hd__dfrtp_1
  Register bit total from synthesis .................. 33
  Summed standard-cell area reported by yosys .................. roughly 0.0019 mm2
  Yosys warning tally .................. 4
  Number of instances in the synthesized netlist .................. 187
  Average cell area after synthesis .................. 10.1 um2

Run status
  Status .................. stopped before the end
  Error that stopped the run .................. [error] [KeplerFormal.cpp:679] Workflow failed: Iso has multiple drivers: .ps2data0, ps2data$_DFFE_PP1P_.Q0
  Last stage reached .................. clock tree synthesis (4_1_cts)

Placed design
  Number of buffers inserted by port buffering .................. 12
  Post-detailed-placement half-perimeter wirelength .................. approximately 2500 um
  Placer Congestion .................. 0.834
cell usage after synthesis (3+ instances only):
cell type,number,share of area [%]
sky130_fd_sc_hd__dfrtp_1,32,42
sky130_fd_sc_hd__nand2_1,18,3.6
sky130_fd_sc_hd__nand3_1,16,4.2
sky130_fd_sc_hd__buf_4,12,4.8
sky130_fd_sc_hd__inv_1,11,2.2
sky130_fd_sc_hd__mux2_2,10,5.9
sky130_fd_sc_hd__xnor2_1,10,4.6
sky130_fd_sc_hd__nor2_1,9,1.8
sky130_fd_sc_hd__o311ai_0,8,3.7
sky130_fd_sc_hd__ha_1,7,4.6
sky130_fd_sc_hd__a22oi_1,4,1.6
sky130_fd_sc_hd__nor2b_1,4,1.3
sky130_fd_sc_hd__o21ai_0,4,1.1
sky130_fd_sc_hd__o31ai_1,4,1.6
sky130_fd_sc_hd__and4_1,3,1.4
sky130_fd_sc_hd__clkbuf_1,3,0.59
sky130_fd_sc_hd__nand4_1,3,0.99
cell families after synthesis:
family / synth area share (%)
fa+ha+maj: 4.63
flops: 43.7
compound gates: 12.5
other cells: 0.198
mux: 8.20
buf+inv: 7.93
simple gates: 18.2
xor+xnor: 4.63
through the flow:
step / cell area, um2 / instances / setup slack, ns / total power [mW] / utilization, %
3_5_place_dp: 2030 / 246 / 0.379 / 0.670 / 45.6
3_3_place_gp: 2030 / 246 / 0.386 / 0.668 / 45.6
2_1_floorplan: 1930 / 196 / 0.739 / 0.638 / -
Power and IR drop assume default switching activity.
